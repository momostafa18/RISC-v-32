`design/flow/run.sh`:
```
#!/bin/bash
# OpenROAD 26Q1-2900-gdf79404cd8, Yosys 0.63+post, stock flow scripts
make -C /OpenROAD-flow-scripts/flow DESIGN_CONFIG=/design/flow/config.mk WORK_HOME=/design/flow/orfs finish
```
`design/flow/config.mk`:
```
export PLATFORM = sky130hd
export DESIGN_NAME = MUX_ALU
export DESIGN_NICKNAME = MUX_ALU
export VERILOG_FILES = /design/flow/design.v
export SDC_FILE = /design/flow/constraint.sdc
export NUM_CORES = 4
export LEC_CHECK = 1
export CORE_AREA = 10 10 70 70
export DIE_AREA = 0 0 80 80
```
`design/flow/constraint.sdc`:
```
current_design MUX_ALU

set clk_period 1.0
set clk_io_pct 0.2

create_clock -name clk0 -period $clk_period

set non_clock_inputs [all_inputs -no_clocks]
set_input_delay [expr $clk_period * $clk_io_pct] -clock clk0 $non_clock_inputs
set_output_delay [expr $clk_period * $clk_io_pct] -clock clk0 [all_outputs]
```
`design/flow/design.v`:
```
module MUX_ALU(
input ALUSrc,
input [31:0]Output2_from_RF,
input [31:0]Imm_Ext,
output reg [31:0]SRC_B_TO_ALU
);
always @(*)
begin
case (ALUSrc)
          1'b0:
		  SRC_B_TO_ALU = Output2_from_RF ;
		  1'b1 :
		  SRC_B_TO_ALU = Imm_Ext ;
default :
SRC_B_TO_ALU = Output2_from_RF;
endcase
end
endmodule
```
==> flow_summary.yaml <==
# synthesis and place-and-route metrics
run_status:
  status: "finished, violations left"
  violations: "negative setup slack"
power_and_ir_drop:
  p_per_area_nw_per_um2: 388.8
  p_leak_uw: 0.0008419
  vdd_ir_drop_max_v: 0.0001596
  power.total_uw: 596.0
placed_design:
  hpwl_mm: 2.383
  finalWeightedCongestion: 0.7550
  portBuffers: 97
yosys:
  yosysSeqAreaShare_pct: 0
  ys_cells: 36
  synth.most_common_cell: "mux2_4"
  yosys_area_um2: 544.3
  top_area_cell: "mux2_4"
  synth.distinct_cells: 4
  syn_area_um2: 544.3
  yosys_warnings: 1
  synthTopCellsByArea: "mux2_4 (83%), buf_12 (11%), mux2_2 (4.1%)"
  yosys-top-cells-count: "mux2_4 (30), buf_12 (3), mux2_2 (2)"
  avgSynthCellArea_um2: 15.12
  yosysTopAreaCellShare_pct: 82.76
  syn_inst: 36
setup_path:
  cp-end-kind: "output port"
  cp_data_arrival_time_ns: 0.96
  startpoint: "ALUSrc"
  crit_fanout: 4
  required_ns: 0.80
  cp-start-kind: "primary input"
  worstSetupPathType: "in -> out"
final_timing:
  worst_pin_slew_ns: 0.1088
  holdWs_ns: 0.6955
  fmax_mhz: 859.5
  post-route-period-util_pct: 116.4
  drv_slew: 0
  finalHoldViolCount: 0
  rsz0062_at_grt: "true"
  fin_crit_ns: 1.164
  setup_viol: 32
  setup_slack_ns: -0.1635
  relSlewSlack_pct: 92.75
global_route:
  busiest_layer: "met2"
  grt_pass1_vias: 726
  use_met1_pct: 8.570
  gr-total-overflow: 0
  grtUsageTotal_pct: 7.504
  use_met3_pct: 2.841
  grt_start_max_net_pins: 12
  grt_pass1_wl_mm: 3.926
  antenna_found_initial: 0
  grtUsageMet2_pct: 13.64
die:
  rows: 21
  ios: 97
  fp.coreArea_um2: 3416
  fp.dieH_um: 80
  core_util_floorplan_pct: 15.93
  chipArea_um2: 6400
  die_w_um: 80
layout:
  fill_cells: 362
  nClkBuffers: 0
  area.combinational_um2: 480.5
  seqCellArea_um2: 0
  layout-drive-gt1-share_pct: 52.59
  syn_to_final_growth_pct: 181.6
  seq_cells: 0
drt:
  firstDrtPassIters: 2
  num_vias: 683
  first_iter_violations: 1
  num_antenna_cells: 0
  drc: 0
  antenna_left: 0
  via_per_inst: 3.773
  routedWlPerCell_um: 14.68
  drt_wl_total_mm: 2.657
hold_path:
  hold_class: "in -> out"
  hold_path_depth: 3
  hp-start: "Imm_Ext[29]"
  whs_endpoint: "SRC_B_TO_ALU[29]"
flow_run:
  maxCapViolations: 0
  warning_count: 34
clock_tree:
  cts_hold_buf: 0
-- stage by stage --
stage	area (um^2)	setup TNS (ns)	cells	setup slack (ns)	util [%]
finish	1533	-2.991	181	-0.1635	44.87
global route	1533	-3.599	181	-0.1863	44.87
detailed placement	1524	-15.37	177	-0.4963	44.62
CTS	1486	-3.299	181	-0.1687	43.52
floorplan	544.3	0	36	0.06690	-
global placement	1524	-15.28	177	-0.4927	44.62
-- routing by layer --
layer  vias to the layer above  part of all wire (%)
li1                        337                     -
met1                       295                    38
met2                        51                    50
met3                         0                    12
met4                         0                     0
met5                         -                     0
-- critical path, stage by stage --
cell and delay (ns):
buf_12 0.11, buf_12 0.12, buf_8 0.12, mux2_4 0.29
buf_6 0.11
-- power by group --
group / leakage [uW] / switching (uW) / internal (uW)
combinational: 0.000842 / 129 / 467
sequential: 0 / 0 / 0
clock: 0 / 0 / 0
-- repair_timing --
item                                    4_1_cts  5_1_grt
gates cloned                                  1        0
gates resized                               185        9
endpoints found under the setup margin       32       32
buffers inserted                              3        0
-- kinds of logic (layout without fill, tap and decap cells) --
| family | after synthesis | count (layout) | share of synthesized area (%) |
|---|---|---|---|
| multiplexers | 32 | 32 | 86.90 |
| buffers and inverters | 4 | 103 | 13.10 |
-- area by class of cell --
cell class                 instances  share of cell area [%]
timing repair buffer             103                   64.90
multi-input combinational         32                   31.35
tap                               46                   3.755
-- cell usage in the layout (no fill, tap or decap) --
cell type,netlist,routed
dlygate4sd2_1,0,58
mux2_4,30,32
buf_6,1,23
buf_2,0,10
clkdlybuf4s50_1,0,4
buf_8,0,3
buf_12,3,2
dlymetal6s2s_1,0,2
buf_16,0,1
-- worst max-delay path by stage --
stage                  end  slack, ns  cells past startpoint
5_1_grt   SRC_B_TO_ALU[12]      -0.19                      5
6_report  SRC_B_TO_ALU[12]      -0.16                      5
4_1_cts   SRC_B_TO_ALU[12]      -0.17                      5
Power is estimated from default activity; no workload was simulated.
