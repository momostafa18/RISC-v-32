**design/flow/config.mk**
```make
export PLATFORM = sky130hd
export DESIGN_NAME = Calc_PC_Next
export DESIGN_NICKNAME = Calc_PC_Next
export VERILOG_FILES = /design/flow/design.v
export SDC_FILE = /design/flow/constraint.sdc
export NUM_CORES = 4
export LEC_CHECK = 1
export CORE_AREA = 10 10 109 109
export DIE_AREA = 0 0 119 119
```
**design/flow/constraint.sdc**
```tcl
current_design Calc_PC_Next

set clk_period 16.9
set clk_io_pct 0.2

create_clock -name clk0 -period $clk_period

set non_clock_inputs [all_inputs -no_clocks]
set_input_delay [expr $clk_period * $clk_io_pct] -clock clk0 $non_clock_inputs
set_output_delay [expr $clk_period * $clk_io_pct] -clock clk0 [all_outputs]
```
**design/flow/design.v**
```verilog
module Calc_PC_Next(
input PCSrc ,
input [31:0]IMMExt,
input [31:0]PC_Current,
output reg [31:0] PC_Next);
always @(*)
begin 
case (PCSrc)
            1'b0 : PC_Next = PC_Current + 3'd4 ;
			1'b1 : PC_Next = PC_Current + IMMExt ;
			default : PC_Next = PC_Current + 3'd4 ;
endcase
end
endmodule
```
**design/flow/run.sh**
```bash
#!/bin/bash
# OpenROAD 26Q1-2900-gdf79404cd8, Yosys 0.63+post, stock flow scripts
make -C /OpenROAD-flow-scripts/flow DESIGN_CONFIG=/design/flow/config.mk WORK_HOME=/design/flow/orfs finish
```
==> run summary <==
Summary of implementation figures.

Run status
The flow ran to the end, and the final reports show no timing, DRC or antenna violations.

Global routing
The via count of the first global-routing pass was 3041. The largest net degree at the start of global routing is between 50 and 60. The number of antenna violations at the first check in global routing is 0. The aggregate global-route resource usage is 12.48%. The global route stage reports its total congestion overflow as 0.

The wire length of the first global-routing pass is 15.20 mm.

Cells and area
The area overhead of the layout relative to synthesis is 42.24%. Per the layout area report, the register area comes to 0 µm². The cell area after layout is about 3600 µm². The highest-count logic cell in the final layout is sky130_fd_sc_hd__clkdlybuf4s50_1. By instance count after routing, the leading logic cell types are sky130_fd_sc_hd__clkdlybuf4s50_1 (96), sky130_fd_sc_hd__a21oi_1 (47), sky130_fd_sc_hd__nor2_1 (44), sky130_fd_sc_hd__ha_1 (32), sky130_fd_sc_hd__xnor2_1 (27). The tally of clock buffers in the finished layout is 0.

The filler cell count in the final layout is between 1000 and 1500. The count of sequential standard cells is 0. The fraction of layout cells with a size suffix above 1 is 3.419%. The final core utilization is 37.81%.

STA
Summed over all failing endpoints, the final setup total negative slack is 0 ns. The final count of pins violating max slew is 0. The final-report setup violation count is 0.

Looking at the max-slew report, the worst-margin pin has a slew of approximately 0.61 ns. The worst path in the final design needs a cycle of roughly 10 ns, including I/O delays and setup. The maximum frequency from static timing analysis is 98.32 MHz. Endpoints failing hold in the final report were tallied at 0. The normalized max-slew margin is 59.28%. Setup repair after global routing left no endpoint under its margin.

Of the available clock period, the critical path in the final layout requires 60.18%.

Yosys
Warnings reported by Yosys during synthesis add up to 1. Each instance of the synthesized netlist takes up on average 6.656 µm². The post-synthesis cell type count is ~53.

The share of the yosys chip area belonging to registers is 0%. For this run, the chip area from Yosys synthesis comes to ~2600 µm². For this design, Yosys synthesis ends with a cell count of 385. Summed over its instances, the top area cell type makes up 15.63% of the synthesized netlist area.

The synthesized instance count is around 390. In this run the cell area of the synthesized design comes to roughly 2600 µm². By area the synthesized netlist is led by sky130_fd_sc_hd__ha_1 (16%), sky130_fd_sc_hd__xnor2_1 (9.2%), sky130_fd_sc_hd__a21oi_1 (9.2%). Looking at area per cell type in the netlist, the leader is sky130_fd_sc_hd__ha_1.

Drt
0 antenna diodes ended up in the layout. The count of TritonRoute iterations in the first routing pass is 6. The vias per cell is 4.933. The total wire length is roughly 9 mm. The residual antenna-violating net count after detailed routing is 0. The via total after detailed routing is 2965. The number of DRC violations after detailed routing is 0.

The number of DRC markers in iteration 0 is about 170. The script logs the mean routed wire length per placed instance as between 10 and 15 µm.

Hold path
The beginning of the worst hold path is PCSrc. The type recorded for the worst min-delay path is in2out. The cell depth of the worst hold path is 5.

Hold analysis lists the worst path endpoint as PC_Next[29].

Floorplan
The floorplan has 36 rows. The die is 119 µm tall. The floorplan die width is 119 µm. The number of I/O pins is 97. The die covers between 10000 and 15000 µm².

The core footprint is 9639 µm². The floorplan utilization is a little over a quarter.

Worst setup path
The required time of the worst setup path is 13.52 ns. The most numerous cell type found on the critical path is sky130_fd_sc_hd__clkdlybuf4s50_1. The peak per-stage delay on the critical path is 0.54 ns.

The critical path is of the in2out type. The kind of start point of the critical path is a primary input. The endpoint kind of the worst setup timing path is an output port. The endpoint arrival time on the critical path is 6.79 ns.

Per the timing report, the biggest fanout along the worst path comes to 4. The slowest cell on the critical path is sky130_fd_sc_hd__clkdlybuf4s50_1. In this run the critical path is formed by clkdlybuf4s50_1 -> ha_1 -> fa_1 -> a211oi_1 -> nor2_2 -> a211oi_2 -> or4b_4 -> nand3_1 -> a31oi_1 -> nor2_1 -> a311oi_1 -> clkdlybuf4s50_1.

Power and ir drop
The total power is 0.1211 mW. The worst ir drop on vdd is roughly 0.000015 V. The reported leakage power is 1.443 nW.

The flow reported a cell area power density of 33.23 nW/µm².

Run
The number of maximum-capacitance constraint violations is 0. The OpenROAD warning count is 32.

CTS
The number of buffers inserted to repair setup after CTS is 0. Post-CTS repair changed the size of 0 cells. The number of buffers inserted for hold repair after clock tree synthesis is 0.

Placement
The post-placement cell area is 3645 µm². The global placement routability congestion is 0.8453. The port buffer count is 97. Once detailed placement completed, the half-perimeter wirelength came to 7.524 mm.
metrics by stage:
step                      worst slack [ns]  hold WS, ns  instances
after floorplan                      8.166        6.787        385
after global placement               6.824        7.761        601
after detailed placement             6.740        7.753        601
after CTS                            6.708        7.759        601
after global routing                 6.446        7.820        601
final                                6.729        7.740        601
worst max path at each step:
stage,end,slack (ns),cells past startpoint,startpoint
after CTS,PC_Next[24],6.71,12,PC_Current[0]
after global routing,PC_Next[24],6.45,12,PC_Current[0]
final,PC_Next[24],6.73,12,PC_Current[0]
power by group:
group,internal (mW),total (mW),switching (mW)
sequential,0,0,0
combinational,0.0656,0.121,0.0555
clock,0,0,0
total,0.0656,0.121,0.0555
kinds of logic (layout without fill, tap and decap cells):
kind of cell	Yosys count	count (layout)	share of synthesized area, %
simple gates	146	146	29.20
compound gates	122	122	30.81
xor+xnor	48	48	16.41
fa+ha+maj	33	33	16.41
buf+inv	29	112	4.297
mux	7	7	2.881
layer usage:
metal / wire length, µm / share of wire [%] / up-vias / track usage (%)
li1: - / - / 1595 / -
met1: 4435 / 50 / 1298 / 18.09
met2: 4078 / 46 / 72 / 20.19
met3: 439 / 4.9 / 0 / 1.679
met4: 0 / 0 / 0 / 0.5344
met5: 0 / 0 / - / 0
synthesized netlist by cell type, types with 3 or more instances:
library cell               count
sky130_fd_sc_hd__a21oi_1      47
sky130_fd_sc_hd__nor2_1       44
sky130_fd_sc_hd__ha_1         32
sky130_fd_sc_hd__xnor2_1      27
sky130_fd_sc_hd__nand2_1      25
sky130_fd_sc_hd__nand3_1      21
sky130_fd_sc_hd__o21ai_0      21
sky130_fd_sc_hd__xor2_1       21
sky130_fd_sc_hd__clkbuf_1     14
sky130_fd_sc_hd__inv_1        13
sky130_fd_sc_hd__a21o_1       11
sky130_fd_sc_hd__and4_1        9
sky130_fd_sc_hd__nor3_1        8
sky130_fd_sc_hd__and3_1        7
sky130_fd_sc_hd__nand4_1       7
sky130_fd_sc_hd__a31oi_1       5
sky130_fd_sc_hd__nor2b_1       5
sky130_fd_sc_hd__o21bai_1      5
sky130_fd_sc_hd__a211oi_1      4
sky130_fd_sc_hd__mux2i_1       4
sky130_fd_sc_hd__o21a_1        4
sky130_fd_sc_hd__a221o_1       3
sky130_fd_sc_hd__mux2_2        3
sky130_fd_sc_hd__nand2b_1      3
sky130_fd_sc_hd__nor4_1        3
sky130_fd_sc_hd__o211ai_1      3
sky130_fd_sc_hd__or3_1         3
area by class of cell:
cell class | instances | area [µm²] | share of cell area (%)
inverter | 14 | 52.55 | 1.442
multi-input combinational | 356 | 2452 | 67.28
tap | 133 | 166.4 | 4.566
timing repair buffer | 98 | 973.4 | 26.71
worst max-delay path, delay by kind of cell:
| kind | cells | cell delay, ns |
|---|---|---|
| adder cells (fa/ha/maj) | 2 | 0.68 |
| buffers and inverters | 2 | 0.97 |
| AND/OR/NAND/NOR | 4 | 0.55 |
| AND-OR/OR-AND | 4 | 1.22 |
Power figures rest on the tool's default switching activity, not on a simulated workload.
